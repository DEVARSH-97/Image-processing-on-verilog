## run.sh

```bash
#!/bin/bash
# OpenROAD 26Q1-2900-gdf79404cd8, Yosys 0.63+post, stock flow scripts
make -C /OpenROAD-flow-scripts/flow DESIGN_CONFIG=/design/flow/config.mk WORK_HOME=/design/flow/orfs finish
```

## config.mk

```make
export PLATFORM = sky130hd
export DESIGN_NAME = img_control_ver
export DESIGN_NICKNAME = img_control_ver
export VERILOG_FILES = /design/flow/design.v
export SDC_FILE = /design/flow/constraint.sdc
export NUM_CORES = 4
export LEC_CHECK = 1
export CORE_AREA = 10 10 93 93
export DIE_AREA = 0 0 103 103
export SYNTH_MEMORY_MAX_BITS = 65536
```

## constraint.sdc

```tcl
current_design img_control_ver

set clk_period 2.1
set clk_io_pct 0.2

create_clock -name clk0 -period $clk_period [get_ports {clk}]

set non_clock_inputs [all_inputs -no_clocks]
set_input_delay [expr $clk_period * $clk_io_pct] -clock clk0 $non_clock_inputs
set_output_delay [expr $clk_period * $clk_io_pct] -clock clk0 [all_outputs]
```

## design.v

```verilog
`timescale 1ns / 1ps
module img_control_ver#(
    parameter N = 399  
)
(
input clk,reset,
input [3:0] pixel_in, 
output reg [35:0] pixel_out, 
output reg wr_sig, 
output [11:0] check_out0,
output [11:0] check_out1,
output [11:0] check_out2,
output [11:0] check_out3
    );
reg [8:0] linecounter; 
reg [8:0] pixelcounter; 
reg [1:0] currentlinewrite; 
reg [0:3] writelineenable; 
reg [0:3] readlineenable; 
reg [1:0] currentlineread; 
wire [11:0] lb0data; 
wire [11:0] lb1data;
wire [11:0] lb2data;
wire [11:0] lb3data;
always@(posedge clk)
begin
    if(reset)
    begin
        linecounter<=0;
        pixelcounter<=0;
        wr_sig<=0;
        currentlineread<=0;
        currentlinewrite<=0;
        writelineenable<=0;
        readlineenable<=0;        
    end
    else
    begin
        pixelcounter<=pixelcounter+1;
        if(pixelcounter==N)
        begin
            pixelcounter<=0;
            currentlineread<=currentlineread+1;
            currentlinewrite<=currentlinewrite+1;
            linecounter<=linecounter+1;    
        end
        if(linecounter!=0 && linecounter!=1)
        begin
            wr_sig<=1;
        end
    end
end
always@(posedge clk)
begin
    if(reset)
    begin
        currentlineread<=0;
        currentlinewrite<=0;
    end
    else
    begin
    case(currentlineread)
    0:
    begin
        readlineenable<=4'b0111;    
    end
    1:
    begin
        readlineenable<=4'b1011;    
    end
    2:
    begin
        readlineenable<=4'b1101;    
    end
    3:
    begin
        readlineenable<=4'b1110;    
    end
    endcase
    case(currentlinewrite)
0:
begin
    writelineenable=4'b1000;    
end
1:
begin
    writelineenable=4'b0100;    
end
2:
begin
    writelineenable=4'b0010;    
end
3:
begin
    writelineenable=4'b0001;    
end
endcase
    end
end
linebuffer #(N)l0(.clk(clk),
              .reset(reset),   
              .pixel(pixel_in),
              .wr_en(writelineenable[0]),
              .rd_en(readlineenable[0]),
              .o_pixel(lb0data));
linebuffer #(N)l1(.clk(clk),
              .reset(reset),   
              .pixel(pixel_in),
              .wr_en(writelineenable[1]),
              .rd_en(readlineenable[1]),
              .o_pixel(lb1data));
linebuffer #(N)l2(.clk(clk),
              .reset(reset),   
              .pixel(pixel_in),
              .wr_en(writelineenable[2]),
              .rd_en(readlineenable[2]),
              .o_pixel(lb2data));
linebuffer #(N)l3(.clk(clk),
              .reset(reset),   
              .pixel(pixel_in),
              .wr_en(writelineenable[3]),
              .rd_en(readlineenable[3]),
              .o_pixel(lb3data));
assign check_out0=lb0data;
assign check_out1=lb1data;
assign check_out2=lb2data;
assign check_out3=lb3data;
always@(posedge clk)
begin
if(~reset)
begin
    case(currentlineread)
    0:begin
    pixel_out<={check_out1,check_out2,check_out3};
    end
    1:begin
    pixel_out<={check_out2,check_out3,check_out0};
    end
    2:begin
    pixel_out<={check_out3,check_out0,check_out1};
    end 
    3:begin
    pixel_out<={check_out0,check_out1,check_out2};
    end
    endcase
end
end              
endmodule
`timescale 1ns / 1ps
module linebuffer#(parameter N=399)(
input clk,reset,
input [3:0] pixel,
input wr_en,rd_en,
output [11:0] o_pixel
    );
reg [3:0] line [N:0];
reg [8:0] wr_counter;
reg [8:0] rd_counter;   
reg [3:0] data_1;
reg [3:0] data_2;
reg [3:0] data_3;
always@(posedge clk)
begin
    if(reset)
    begin
        wr_counter<=0;
        rd_counter<=0;
        data_1<=0;
        data_2<=0;
        data_3<=0;
    end
    else
    begin
        if(wr_en)
        begin
        line[wr_counter]<=pixel;
        wr_counter<=wr_counter+1;
        end
        else
        begin
        wr_counter<=0;
        end
        if(rd_en)
        begin
        data_1<=data_2;
        data_2<=line[rd_counter];
        data_3<=line[rd_counter+1];
        rd_counter<=rd_counter+1; 
        if(rd_counter==N)
        begin
            rd_counter<=0;
            data_3<=0;
        end   
        if(rd_counter==0)
        begin
        data_1<=0;
        end
        end
        else
        begin
            data_1<=0;
            data_2<=0;
           data_3<=0;
            rd_counter<=0;
        end
    end
end
assign o_pixel={data_1,data_2,data_3};
endmodule
```

==> flow_summary.toml <==
# synthesis and place-and-route metrics
[run_status]
run_status = "completed"

[logic_synthesis]
synth_chip_area_um2 = 1627
asyncSetResetFlopFracSynth = 0
yosys-top-cells-area = "sky130_fd_sc_hd__buf_4 (39%), sky130_fd_sc_hd__dfxtp_1 (23%), sky130_fd_sc_hd__a21oi_1 (3.1%)"
top_area_cell = "sky130_fd_sc_hd__buf_4"
synth_area_um2 = 1627
dominantRegCellSynth = "sky130_fd_sc_hd__dfxtp_1"
yosys.stat.seqShare = 0.2338
synth.avg_cell_area_um2 = 8.341
synth-seq-cells = 19
ys_types = 35
ys_cells = 195
synth_top_cell_by_count = "sky130_fd_sc_hd__buf_4"
synthesized_instance_count = 195
yosys_warnings = 24
enable_flop_cells = 0
post_synth_most_frequent_cells = "sky130_fd_sc_hd__buf_4 (84), sky130_fd_sc_hd__dfxtp_1 (19), sky130_fd_sc_hd__a21oi_1 (10)"
post-synth-top-area-fraction = 0.3877

[job]
max_cap_violations = 0
stage_log_warnings = 31

[power]
ratio_of_total_power_to_cell_area_nw_per_um2 = 449.8
leakage_uw = 0.0006193
report.power.total_uw = 649.5
ir_worst_vdd_uv = 133.9

[final_layout]
fin_area_um2 = 1444
finish.utilization = 0.2137
synthToLayoutAreaGrowth_pct = -11.23
final.fill_count = 738
final-comb-area_um2 = 868.3
regArea_um2 = 380.4
post_route_cells_drive_above_1_share = 0.06122

[clock_tree]
numClockSinks = 19
cts_tree = "built"
clkSlewWorstSetupHoldPaths_ns = 0.07
post_cts_hold_buffer_count = 0
post_cts_buffers = 0
number_of_resized_instances_in_the_post_cts_repair_step = 0
cts_max_path_buffers = 2
clkLatencyLatePin_ns = 0.25
cts-htree-levels = 1
cts_made_buffers = 3
ctsRootBufferMaster = "sky130_fd_sc_hd__clkbuf_8"

[final_timing]
finalSetupViolations = 0
setup_repair_after_global_routing_missed_its_margin = "false"
final_min_period_over_clock_period = 0.8883
hold_viol_final = 0
fin_worst_skew_ns = 0.004832
finalSetupTns_ns = 0
timing.fmax_ghz = 0.5361
period_minus_slack_ns = 1.865
final-max-slew-violation-count = 0

[critical_path]
reg2reg_from = "pixelcounter[0]"
cp-end-kind = "flip-flop"
standard_cell_with_the_maximum_stage_delay_on_the_critical_path = "sky130_fd_sc_hd__nor4_1"
critical_path.max_stage_delay_ns = 0.43
worst-endpoint-required_ns = 2.24
crit_path_start = "pixelcounter[0]"
cp.buffers_inverters = 0
timing.setup.critical_path_class = "flip-flop to flip-flop"
critPathTopFamily = "simple AND/OR/NAND/NOR gates"
critPathLaunchType = "flip-flop"
cp.arrival_ns = 2.01
critPathMaxFanout = 13
crit_path_cell_trace = "ha_1, nand4b_2, nor4_1, mux2_1"

[route]
drt.antenna.violating_nets = 0
via_count = 990
wire_per_inst_um = 10.04
detail_route.drc_violations = 0
drt-total-wl_um = 2770
avgViaCountPerCell = 3.587
detailedRoute.firstPassIterationCount = 4
antennaDiodeCount = 0
first_drt_iteration_drcs = 26

[global_routing]
pin_count_of_the_biggest_net_entering_global_routing = 15
grt_pass1_vias = 1026
grt_antenna_before_repair = 0
global_route.overflow_total = 0
grt.total_usage = 0.04969
grt_first_pass_wirelength_um = 4540

[placement]
place_area_um2 = 1399
post_dp_hpwl_um = 2285
gp_routability_congestion = 0.8026
number_of_i_o_port_buffers = 2

[die]
placement_rows = 30
initial_utilization = 0.2407
die.size.x_um = 103
design.core.area_um2 = 6756
chip_area_um2 = 10610
chipHeight_um = 103
ports = 91

[hold_path]
hp-class = "flip-flop to flip-flop"
min_from = "pixelcounter[0]"
-- cell usage in the layout, fill, tap and decap left out, types with 5 or more instances in the layout --
cell type                  n
sky130_fd_sc_hd__conb_1   84
sky130_fd_sc_hd__nand3_1   8
sky130_fd_sc_hd__nor4_1    5
sky130_fd_sc_hd__dfxtp_1  19
sky130_fd_sc_hd__inv_1     6
sky130_fd_sc_hd__a21oi_1  10
sky130_fd_sc_hd__nand4_1   6
sky130_fd_sc_hd__nor2_1    8
sky130_fd_sc_hd__o21ai_0   5
-- metal layers --
metal  GRT usage  vias to the layer above  wire (um)
met4    0.004278                        0          0
met5           0                        -          0
li1            -                      498          -
met2     0.08679                       45       1415
met1     0.06474                      447       1232
met3    0.008802                        0        123
-- state kept, by name, summed over array words and instances, names as in the netlist --
name / count
linecounter: 9
wr_sig: 1
pixelcounter: 9
-- report_power, final --
part	total [uW]	internal [uW]	switching, uW
logic	30.9	8.83	22.0
registers	371	365	5.49
clock network	248	135	113
-- stage by stage --
step                setup slack [ns]  hold slack [ns]  std cells
floorplan                     0.4658           0.4300        278
global route                  0.1094           0.5107        276
CTS                           0.2487           0.4700        276
finish                        0.2345           0.4658        276
detailed placement            0.2448           0.4554        272
global placement              0.2704           0.4468        272
-- worst paths after layout --
check	slack, ns	cells past startpoint	end
worst min register to register	0.47	1	pixelcounter[0]
worst max register to register	0.23	4	linecounter[6]
worst min-delay path	0.47	1	pixelcounter[0]
worst max-delay path	0.23	4	linecounter[6]
-- logic make-up (layout without fill, tap and decap cells) --
logic type	count (synthesis)	after routing	share of synthesized area
xor gates and xnor gates	2	2	0.01077
other	1	84	0.002305
DFF	19	19	0.2338
buffers and inverters	95	13	0.4238
AOI/OAI and AO/OA	23	23	0.08462
and+or+nand+nor	47	47	0.1862
muxes	4	4	0.02769
adders and majority gates	4	4	0.03077
-- final cells by class --
| class | count | share of cell area |
|---|---|---|
| repair buffers | 3 | 0.01906 |
| well taps | 80 | 0.06932 |
| multi-input cells | 164 | 0.6014 |
| clock buffers | 4 | 0.03120 |
| flip-flops and latches | 19 | 0.2634 |
| inverters | 6 | 0.01560 |
