==> flow/design.v <==
`timescale 1ns / 1ps
module disp_sync(
  input clk, rst,
  output reg v_sync, h_sync, v_disp, h_disp,
  output reg [9:0] v_loc,
  output reg [10:0] h_loc
);
  always @(posedge clk) begin    
	  if(rst)
	    h_loc <= 11'b00000000001;
	  else if(h_loc >= 11'b10000100000)			
        h_loc <= 11'b0000000001;
      else
        h_loc <= h_loc + 11'b00000000001;
	  if(rst)
		v_loc <= 10'b0000000001;
      else if(h_loc == 11'b10000100000 && v_loc >= 10'b1001110100)			
        v_loc <= 10'b0000000001;
      else if(h_loc == 11'b10000100000)
        v_loc <= v_loc + 10'b0000000001;
      else
        v_loc <= v_loc;
	  if(rst)
		h_sync <= 1'b0;
      if(h_loc == 11'b01101001000)
		h_sync <= 1'b1;
      if(h_loc == 11'b1111001000)
		h_sync <= 1'b0;
	  if(rst)
		v_sync <= 1'b0;
      if(v_loc == 10'b1001011001)
		v_sync <= 1'b1;
      if(v_loc == 10'b1001011101)
		v_sync <= 1'b0;
	  if(rst)
		h_disp <= 1'b1;
      if(h_loc == 11'b01100100000)
		h_disp <= 1'b0;
      if(h_loc == 11'b10000100000)
		h_disp <= 1'b1;
	  if(rst)
		v_disp <= 1'b1;
      if(v_loc == 10'b1001010111)
		v_disp <= 1'b0;
      if(v_loc == 10'b1001110100)
		v_disp <= 1'b1;
      end
endmodule
==> flow/run.sh <==
#!/bin/bash
# OpenROAD 26Q1-2900-gdf79404cd8, Yosys 0.63+post, stock flow scripts
make -C /OpenROAD-flow-scripts/flow DESIGN_CONFIG=/design/flow/config.mk WORK_HOME=/design/flow/orfs finish
==> flow/config.mk <==
export PLATFORM = sky130hd
export DESIGN_NAME = disp_sync
export DESIGN_NICKNAME = disp_sync
export VERILOG_FILES = /design/flow/design.v
export SDC_FILE = /design/flow/constraint.sdc
export NUM_CORES = 4
export LEC_CHECK = 1
export CORE_AREA = 10 10 99 99
export DIE_AREA = 0 0 109 109
==> flow/constraint.sdc <==
current_design disp_sync

set clk_period 2.3
set clk_io_pct 0.2

create_clock -name clk0 -period $clk_period [get_ports {clk}]

set non_clock_inputs [all_inputs -no_clocks]
set_input_delay [expr $clk_period * $clk_io_pct] -clock clk0 $non_clock_inputs
set_output_delay [expr $clk_period * $clk_io_pct] -clock clk0 [all_outputs]
==> job_summary.md <==
### Yosys + OpenROAD results

| Metric | Value |
|---|---|
| Routed wire per std cell | `~12 µm` |
| Commonest Layout Cell | `clkdlybuf4s50_1` |
| Slew Viols, Final | `0` |
| Post-synthesis sequential area ratio | `approximately two fifths` |
| #FFs+latches synth | `25` |
| Clock Skews | `0.00534 ns` |
| First-pass GRT wire length | `about 5.3 mm` |
| Final setup vio count | `0` |
| Fp util | `16.5%` |
| Tally of non-filler cells in the final layout | `271` |
| Adders+Majority by Area | `under 10%` |
| Post-Synthesis Cells | `139` |
| Critical Path Source Type | `flip-flop` |
| # IOs | `27` |
| Post-Synthesis Cell Area | `~0.0013 mm²` |
| Final hold vios | `0` |
| # DRC | `0` |
| GRT overflow | `0` |
| Vias in the first global route | `~1100` |
| Top logic family | `simple AND/OR/NAND/NOR gates` |
| YS chip area | `between 0.001 and 0.0015 mm²` |
| Num CTS Buffers | `3` |
| Synth warn | `1` |
| Top Layout Cells | `clkdlybuf4s50_1 (26), dfxtp_1 (25), nor2_1 (16), nand3_1 (9), inv_1 (8)` |
| Clock buffer depth | `2` |
| Critical Path End Type | `output port` |
| Critical Path RT | `around 1.8 ns` |
| CP max stage cell | `dfxtp_1` |
| Antenna violations before repair | `0` |
| FP Rows | `32` |
| Crit-path max FO | `8` |
| DRT Wirelength | `about 3.2 mm` |
| Post-layout min period | `~1.8 ns` |
| Power Dens Cells | `approximately 450 mW/mm²` |
| Largest net degree at the start of global routing | `15` |
| Crit-path cells | `clkdlybuf4s50_1` |
| Tcrit/Tclk final | `79.4%` |
| RSZ-0062 raised after global routing | `false` |
| Gp weighted congestion | `~0.8` |
| Post-route cell area | `0.00171 mm²` |
| Pleak | `around 0.00062 µW` |
| Total placed cells including tap cells | `~270` |
| N_diodes | `0` |
| Post-DP HPWL | `around 2.4 mm` |
| # Cells Yosys | `approximately 140` |
| Die X | `about 110 µm` |
| Min-delay worst type | `reg2reg` |
| Util after Layout | `between 20% and 30%` |
| Num Clock Sinks | `25` |
| GRT Overall Usage | `5.46%` |
| Compound-Gate Fraction of Synth Area | `18.1%` |
| Rel. slew slack | `67.0%` |
| Post-CTS sizing | `0` |
| Area post-placement | `0.00167 mm²` |
| Die Footprint | `roughly 0.012 mm²` |
| Via count | `approximately 1100` |
| Fmax | `547 MHz` |
| Hold buffers post-CTS | `0` |
| Max rail drop VDD | `252 µV` |
| Largest stage delay, worst path | `between 0.5 and 0.6 ns` |
| Drt via density | `roughly 4.1` |
| Fraction of layout cells with a size suffix above 1 | `10.1%` |
| Clock root buffer | `clkbuf_8` |
| Post-CTS setup repair buffer count | `0` |
| CP delay by family, top | `flip-flops` |
| Mux cell area share | `0%` |
| Synth cell types | `37` |
| TritonCTS clock tree | `done` |
| Die height | `109 µm` |
| Avg Inst Size Synth | `9.20 µm²` |
| Core ar. | `approximately 0.0077 mm²` |
| Fin Hold WS | `between 0.4 and 0.5 ns` |
| Path type of the worst setup path | `reg2out` |
| Number of port buffers | `26` |
| Initial DRC Count | `46` |
| Max_cap viols | `0` |
| Fin Setup TNS | `0 ns` |
| H-tree depth | `1` |
| XOR Share, Synth | `under 10%` |
| Routed Antenna Nets | `0` |
| Skew-Pair Late Insertion Delay | `roughly 0.27 ns` |
| Initial DRT Pass Iterations | `4` |
| CP Data Arrival Time | `between 1 and 1.5 ns` |
| Clock slew at reported path FFs | `around 0.080 ns` |
| Tool Warnings | `28` |
| CP Buf/Inv Count | `1` |
| Status | `complete, no violations` |
| Basic Gates by Area | `28.2%` |
| Layout area overhead | `33.9%` |
| Slew @ Worst Pin | `0.488 ns` |
## cell type report
| cell class | count | area, µm² |
|---|---|---|
| clock buffers | 3 | 41.3 |
| clock inverters | 1 | 5.00 |
| fillers | 836 | 6020 |
| inverters | 8 | 30.0 |
| multi-input cells | 103 | 724 |
| flip-flops and latches | 25 | 500 |
| well taps | 102 | 128 |
| repair buffers | 29 | 283 |
## cell usage after synthesis (all sizes together)
master	count	area (µm²)
dfxtp	25	500
nor2	16	60.1
nand3	9	45.0
a22o	8	71.3
inv	8	30.0
and3	7	45.1
nand2	7	28.8
o21bai	7	52.6
nor2b	6	37.5
xnor2	6	52.6
ha	5	62.6
o21ai	5	28.8
nor3	4	20.0
nand4	3	18.8
nand4b	3	26.3
buf	2	18.8
nor4bb	2	20.0
or4	2	16.3
xor2	2	17.5
a21oi	1	5.00
a31o	1	8.76
a41oi	1	16.3
clkbuf	1	5.00
nor3b	1	12.5
nor4	1	6.26
nor4b	1	23.8
o211ai	1	12.5
o22a	1	8.76
o2bb2a	1	10.0
o311ai	1	8.76
o41ai	1	8.76
## state kept, by name, indices dropped and copies added, names as in the netlist
| name | count |
|---|---|
| h_disp | 1 |
| h_loc | 11 |
| h_sync | 1 |
| v_disp | 1 |
| v_loc | 10 |
| v_sync | 1 |
## worst paths after layout
kind,slack (ns),cells after the start,start,endpoint
max,0.47,1,h_loc[3],h_loc[3]
min,0.48,1,h_loc[0],h_loc[0]
max reg2reg,0.59,5,h_loc[5],v_loc[1]
min reg2reg,0.48,1,h_loc[0],h_loc[0]
## stage by stage
stage	total power [µW]	setup WS, ns
3_3_place_gp	515	0.480
5_1_grt	804	0.386
4_1_cts	779	0.461
3_5_place_dp	516	0.475
6_report	767	0.473
2_1_floorplan	489	0.780
## layer usage
layer	share of wire [%]	vias to the layer above	GRT usage, %
met3	9.6	2	2.33
met1	50	515	7.71
met5	0	-	0
met4	0.43	0	0.282
li1	-	563	-
met2	40	37	7.97
## cells by family (layout without fill, tap and decap cells)
group / count (synthesis) / after routing
AOI/OAI and AO/OA: 28 / 28
and+or+nand+nor: 62 / 62
buffers and inverters: 11 / 41
DFF: 25 / 25
adders and majority gates: 5 / 5
xor gates and xnor gates: 8 / 8
## power by group
group          switching [µW]  total, µW  internal [µW]
Sequential               12.7        452            439
Combinational            24.0       53.2           29.2
Clock                     141        262            121
Total                     178        767            590
Power is estimated from default activity; no workload was simulated.
