`flow/config.mk`:
```
export PLATFORM = sky130hd
export DESIGN_NAME = new_img_control
export DESIGN_NICKNAME = new_img_control
export VERILOG_FILES = /design/flow/design.v
export SDC_FILE = /design/flow/constraint.sdc
export NUM_CORES = 4
export LEC_CHECK = 1
export CORE_AREA = 10 10 75 75
export DIE_AREA = 0 0 85 85
export SYNTH_MEMORY_MAX_BITS = 65536
```
`flow/constraint.sdc`:
```
current_design new_img_control

set clk_period 2.6
set clk_io_pct 0.2

create_clock -name clk0 -period $clk_period [get_ports {clk}]

set non_clock_inputs [all_inputs -no_clocks]
set_input_delay [expr $clk_period * $clk_io_pct] -clock clk0 $non_clock_inputs
set_output_delay [expr $clk_period * $clk_io_pct] -clock clk0 [all_outputs]
```
`flow/design.v`:
```
`timescale 1ns / 1ps
module linebuffer#(parameter N=399)(
input clk,reset,
input [3:0] pixel,
input wr_en,rd_en,
output [11:0] o_pixel
    );
reg [3:0] line [N:0];
reg [8:0] wr_counter;
reg [8:0] rd_counter;   
reg [3:0] data_1;
reg [3:0] data_2;
reg [3:0] data_3;
always@(posedge clk)
begin
    if(reset)
    begin
        wr_counter<=0;
        rd_counter<=0;
        data_1<=0;
        data_2<=0;
        data_3<=0;
    end
    else
    begin
        if(wr_en)
        begin
        line[wr_counter]<=pixel;
        wr_counter<=wr_counter+1;
        end
        else
        begin
        wr_counter<=0;
        end
        if(rd_en)
        begin
        data_1<=data_2;
        data_2<=line[rd_counter];
        data_3<=line[rd_counter+1];
        rd_counter<=rd_counter+1; 
        if(rd_counter==N)
        begin
            rd_counter<=0;
            data_3<=0;
        end   
        if(rd_counter==0)
        begin
        data_1<=0;
        end
        end
        else
        begin
            data_1<=0;
            data_2<=0;
           data_3<=0;
            rd_counter<=0;
        end
    end
end
assign o_pixel={data_1,data_2,data_3};
endmodule
`timescale 1ns / 1ps
module new_img_control#(
    parameter N = 399  
)
(
input clk,reset,
input [3:0] pixel_in, 
output reg [35:0] pixel_out, 
output reg wr_sig, 
output [11:0] check_out0,
output [11:0] check_out1,
output [11:0] check_out2,
output [11:0] check_out3
    );
reg [8:0] linecounter; 
reg [8:0] pixelcounter; 
reg [1:0] currentlinewrite; 
reg [0:3] writelineenable; 
reg [0:3] readlineenable; 
reg [1:0] currentlineread; 
wire [11:0] lb0data; 
wire [11:0] lb1data;
wire [11:0] lb2data;
wire [11:0] lb3data;
always@(posedge clk)
begin
    if(reset)
    begin
        linecounter<=0;
        pixelcounter<=0;
        wr_sig<=0;
        currentlineread<=0;
        currentlinewrite<=0;
        writelineenable<=0;
        readlineenable<=0;        
    end
    else
    begin
        pixelcounter<=pixelcounter+1;
        if(pixelcounter==N)
        begin
            pixelcounter<=0;
            currentlineread<=currentlineread+1;
            currentlinewrite<=currentlinewrite+1;
            linecounter<=linecounter+1;    
        end
        if(linecounter!=0 && linecounter!=1)
        begin
            wr_sig<=1;
        end
    end
end
always@(posedge clk)
begin
    if(reset)
    begin
        currentlineread<=0;
        currentlinewrite<=0;
    end
    else
    begin
    case(currentlineread)
    0:
    begin
        readlineenable<=4'b0111;    
    end
    1:
    begin
        readlineenable<=4'b1011;    
    end
    2:
    begin
        readlineenable<=4'b1101;    
    end
    3:
    begin
        readlineenable<=4'b1110;    
    end
    endcase
    case(currentlinewrite)
0:
begin
    writelineenable<=4'b1000;    
end
1:
begin
    writelineenable<=4'b0100;    
end
2:
begin
    writelineenable<=4'b0010;    
end
3:
begin
    writelineenable<=4'b0001;    
end
endcase
    end
end
linebuffer #(N)l0(.clk(clk),
              .reset(reset),   
              .pixel(pixel_in),
              .wr_en(writelineenable[0]),
              .rd_en(readlineenable[0]),
              .o_pixel(lb0data));
linebuffer #(N)l1(.clk(clk),
              .reset(reset),   
              .pixel(pixel_in),
              .wr_en(writelineenable[1]),
              .rd_en(readlineenable[1]),
              .o_pixel(lb1data));
linebuffer #(N)l2(.clk(clk),
              .reset(reset),   
              .pixel(pixel_in),
              .wr_en(writelineenable[2]),
              .rd_en(readlineenable[2]),
              .o_pixel(lb2data));
linebuffer #(N)l3(.clk(clk),
              .reset(reset),   
              .pixel(pixel_in),
              .wr_en(writelineenable[3]),
              .rd_en(readlineenable[3]),
              .o_pixel(lb3data));
assign check_out0=lb0data;
assign check_out1=lb1data;
assign check_out2=lb2data;
assign check_out3=lb3data;
always@(*)
begin
if(~reset)
begin
    case(currentlineread)
    0:begin
    pixel_out={check_out1,check_out2,check_out3};
    end
    1:begin
    pixel_out={check_out2,check_out3,check_out0};
    end
    2:begin
    pixel_out={check_out3,check_out0,check_out1};
    end 
    3:begin
    pixel_out={check_out0,check_out1,check_out2};
    end
    endcase
end
end              
endmodule
```
`flow/run.sh`:
```
#!/bin/bash
# OpenROAD 26Q1-2900-gdf79404cd8, Yosys 0.63+post, stock flow scripts
make -C /OpenROAD-flow-scripts/flow DESIGN_CONFIG=/design/flow/config.mk WORK_HOME=/design/flow/orfs finish
```
==> Changelog: implementation <==
### Implementation results

- Outcome: finished clean
- Share of power burned in registers: 56.5%
- Post-detailed-route DRC marker count: 0
- Area reported by Yosys stat: 1590 um2
- TritonCTS clock tree: built
- Setup Viol. Count Final: 0
- Post-Syn Instances: between 150 and 200
- Maximum clock frequency: between 500 and 600 MHz
- Total detailed-routing wirelength: 2730 um
- Port bufs: 2
- Worst hold path endpoint: pixelcounter[0]
- Worst setup path start: pixelcounter[4]
- Count of standard-cell rows: 23
- Worst r2r src: pixelcounter[4]
- Switching fraction of total power: 22.3%
- Setup slack of the worst register-to-register path: 0.76 ns
- Count of boundary I/O pins: 91
- Clock latency of the later-clocked register in the worst-skew pair: 0.25 ns
- Synth warnings: 24
- Cell type contributing the most total cell area after synthesis: buf_4
- Cell Pwr Density: 385 nW/um2
- Post-synthesis sequential area ratio: 24.0%
- Clock Root Buffer: clkbuf_8
- Max Root-Sink Buffers: 2
- Worst Path Arrival: between 1.5 and 2 ns
- TritonCTS buffer count: 3
- Commonest cells in the netlist: buf_4, dfxtp_1, a21oi_1
- Worst-case vdd ir drop: 0.000165 V
- Final Wtd Congestion: 0.744
- Synth Cell Area: 1590 um2
- Width of the die: 85 um
- Post-DR wirelength/cell: 11.2 um
- Path type of the worst setup path: reg2reg
- First drt pass iteration count: 4
- Type of destination of the critical path: flop
- Layout Area Growth over Synthesis: -13.3%
- Gates resized, CTS repair: 0
- Top cells, area: buf_4, dfxtp_1, a21oi_1
- Average cell area after synthesis: 8.26 um2
- DP Area: 1330 um2
- Cell breakdown of the critical path: or4b_4, nor4_1, mux2_1
- Share of synthesized registers carrying an async set or reset: 0%
- Inserted Diodes: 0
- Clock slew at the register clock pins of the worst setup and hold paths: 0.07 ns
- Proportion of netlist area held by the largest area contributor: a little under 40%
- Largest stage delay, worst path: 0.63 ns
- Clock network fraction of total power: 39.0%
- Via count normalized by instance count: ~4
- Least-Margin Pin Slew: 0.656 ns
- Library cell with the highest instance count after synthesis: buf_4
- Cell count listed in synth_stat.txt: 192
- Max-capacitance violation count: 0
- Worst max-slew margin expressed relative to the limit: 56.1%
- Min cycle time layout: 1.84 ns
- Number of DRC violations after detailed-routing iteration 0: 22
- Post-CTS Repair Setup Buffers: 0
- Top fanout value on the critical path: 13
- Initial antenna violation count: 0
- Count of final max-slew check failures: 0
- P_int: between 0.4 and 0.5 mW
- Routed Antenna Nets: 0
- Maximum number of pins on one net before global-route repair: 20
- Final Hold Vio Count: 0
- Worst flop-to-flop path endpoint: linecounter[8]
- Core Footprint: 4060 um2
- OpenROAD warnings: 31
- Required time of the worst setup path: 2.75 ns
- Count of flip-flops with a built-in enable after synthesis: 0
- Final design area excluding fillers: 1380 um2
- Synth Register Bits: 19
- Leak Pwr: a little over 0.6 nW
- Final setup TNS: 0 ns
- Number of cells traversed by the worst hold path: 1
- Pwr Total: approximately 0.53 mW
- Count of hold-fix buffers inserted at cts: 0
- Vias in the first global route: 956
- Distinct cell type count of the synthesized netlist: 32
- Clock sink total: 19
- Total via count in the routed design: 984
- DP Wirelength: 2200 um
- Chip area: 7230 um2
- Worst clock skew: about 0.00086 ns
- Combined global-route utilization of all metal layers: approximately 6.8%
- Floorplan Utilization: 39.1%
- Net load switching power: ~0.12 mW
- Hold Path Origin: pixelcounter[0]
- Setup repair after global routing missed its margin: false
- Period Utilization, post-route: between 70 and 80%
- Prevailing post-synth register cell: dfxtp_1
- Die height: between 80 and 90 um
- Share of layout cells above drive strength 1: 3.61%
- H-tree depth reported by CTS: 1
- Cell type of the slowest stage on the worst timing path: or4b_4
- Leftover overflow at the end of global routing: 0
- Depth of the worst register-to-register path: 3
- Kind of start point of the critical path: flop
- Fraction of power consumed by combinational cells: under 10%
- Worst hold path class: reg2reg
- Global-route wire length before repair: approximately 4400 um
## layer usage
metal  vias up  wire length, um  global-route usage (%)
met3         2              185                    2.79
li1        492                -                       -
met4         0                9                   0.449
met2        46             1310                    11.4
met1       444             1230                    8.17
met5         -                0                       0
## worst max-delay path by stage
stage	end	cells after the start
4_1_cts	linecounter[8]	3
5_1_grt	linecounter[6]	3
6_report	linecounter[8]	3
## registers in the layout, summed over array words and instances, names as in the netlist
register and count:
linecounter 9, pixelcounter 9, wr_sig 1
## cell families after synthesis
logic type / count (synthesis) / share of synthesized area (%)
other: 1 / 0.237
and+or+nand+nor: 46 / 16.9
buffers and inverters: 93 / 42.9
DFF: 19 / 24.0
muxes: 4 / 2.84
adders and majority gates: 4 / 3.16
AOI/OAI and AO/OA: 23 / 8.92
xor gates and xnor gates: 2 / 1.11
## worst max-delay path, delay by kind of cell, from the launching register on
kind	cells	cell delay, ns
flops	1	0.38
mux	1	0.35
simple gates	2	1.00
## power groups by stage
stage / Clock, mW / Sequential, mW / Combinational [mW]
after global routing: 0.227 / 0.300 / 0.0327
final: 0.206 / 0.299 / 0.0237
after CTS: 0.212 / 0.299 / 0.0277
## final cells by class
class	count	area, um2
well taps	50	62.6
clock buffers	4	45.0
repair buffers	4	35.0
flip-flops and latches	19	380
fillers	434	2680
multi-input cells	163	837
inverters	4	15.0
## through the flow
| stage | worst slack (ns) | util [%] | hold slack, ns | instances |
|---|---|---|---|---|
| after detailed placement | 0.645 | 32.8 | 0.479 | 240 |
| after global routing | 0.622 | 33.9 | 0.528 | 244 |
| after floorplan | 0.788 | - | 0.457 | 275 |
| after CTS | 0.776 | 33.9 | 0.489 | 244 |
| after global placement | 0.651 | 32.8 | 0.472 | 240 |
| final | 0.757 | 33.9 | 0.484 | 244 |
## placed cells by master (no fill, tap or decap), types with 3 or more instances in the layout
cell | synthesis | final
nor2_1 | 7 | 7
inv_1 | 4 | 4
nand3_1 | 8 | 8
nor4_1 | 6 | 6
nand2_1 | 4 | 4
a21oi_1 | 10 | 10
or4_1 | 3 | 3
conb_1 | 1 | 84
nor2b_1 | 4 | 4
dfxtp_1 | 19 | 19
clkbuf_8 | 0 | 3
mux2_1 | 4 | 4
ha_1 | 4 | 4
nand4_1 | 4 | 4
or3_1 | 3 | 3
o21ai_0 | 5 | 5
o31ai_1 | 3 | 3
Power is estimated from default activity; no workload was simulated.
